==> config.mk <==
export PLATFORM = sky130hd
export DESIGN_NAME = watches
export DESIGN_NICKNAME = watches
export VERILOG_FILES = /design/flow/design.v
export SDC_FILE = /design/flow/constraint.sdc
export NUM_CORES = 4
export LEC_CHECK = 1
export CORE_AREA = 10 10 112 112
export DIE_AREA = 0 0 122 122
==> constraint.sdc <==
current_design watches

set clk_period 2.7
set clk_io_pct 0.2

create_clock -name clk0 -period $clk_period [get_ports {clk}]

set non_clock_inputs [all_inputs -no_clocks]
set_input_delay [expr $clk_period * $clk_io_pct] -clock clk0 $non_clock_inputs
set_output_delay [expr $clk_period * $clk_io_pct] -clock clk0 [all_outputs]
==> design.v <==
module watches(input clk, a_reset, output [3 : 0] s_o, s_t, m_o, m_t, h_o, h_t);
	always_ff @(posedge clk or negedge a_reset) begin
		if(~a_reset) begin
			s_o <= 0; s_t <= 0;
			m_o <= 0; m_t <= 0;
			h_o <= 0; h_t <= 0;
		end	else begin
			if (s_o == 9) begin
				s_o <= 0;
				if (s_t == 5) begin
					s_t <= 0;
					if (m_o == 9) begin
						m_o <= 0;
						if (m_t == 5) begin
							m_t <= 0;
							if ((h_t == 2) & (h_o == 3)) begin
								h_o <= 0; h_t <= 0;
							end else begin
								if (h_o == 9) begin
									h_o <= 0; h_t <= h_t + 1;
								end else begin
									h_o <= h_o + 1;
								end
							end
						end else begin
							m_t <= m_t + 1;
						end
					end else begin
						m_o <= m_o + 1;
					end
				end else begin
					s_t <= s_t + 1;
				end
			end else begin
				s_o <= s_o + 1;
			end
		end
	end
endmodule
==> run.sh <==
#!/bin/bash
# OpenROAD 26Q1-2900-gdf79404cd8, Yosys 0.63+post, stock flow scripts
make -C /OpenROAD-flow-scripts/flow DESIGN_CONFIG=/design/flow/config.mk WORK_HOME=/design/flow/orfs finish
==> writeup.txt <==
The flow ran to the end, and the final reports show no timing, DRC or antenna violations. Sorting the Yosys area breakdown by cell type puts at the top sky130_fd_sc_hd__dfrtp_1. The routability congestion estimate was 0.7710. The area fraction in mux cells came out at 0.03390. The transition time at the pin with the least slew margin is 551.4 ps.

Counting I/O delays and the setup requirement, the final critical path takes 1950 ps. In this run, synthesis inferred 0 flip-flops with an integrated enable. The run gives 0 as the total setup violations reported at the end of the flow. The worst register-to-register path ends at m_o[0]. The OpenROAD warning count is 27, and the final setup TNS is 0 ps. Per the hold report, the tightest min-delay path originates at m_t[0]. According to the Yosys statistics, the synthesized design has a chip area of 1255 um2.

Height of the die: 122 um. For the initial antenna violation count, the log shows 0. Max-cap violations in this run came to 0.

For the share of total power in combinational logic, the log shows 0.014. The clock passes through at most 2 buffers. The run gives 0.463 for the clock power share.

The number of clock sinks is 24, and the final max-slew violation count is 0. With the instance tally after logic synthesis at 115, the global-route congestion overflow total is 0. The number of cell rows was 37; the period utilization was 0.7221. The most common logic cell in the final layout is sky130_fd_sc_hd__clkdlybuf4s50_1. The simple-gate portion of the synthesized area came out at 0.2034. For the part of the Yosys area used for sequential elements, the log shows 0.4786. The part of the total power dissipated in sequential elements is 0.523, and the switching share of total power is 0.1845. After floorplanning, the die was sized to cover 14,880 um2.

After detailed routing, the average wire length per cell comes to 10.66 um. Per the STA report, the cell with the highest stage delay on the worst path is sky130_fd_sc_hd__dfrtp_1. The run gives 0.1216 for the post-synthesis share of cell area spent on and-or and or-and gates. Setup repair after global routing left no endpoint under its margin. With the count of buffers inserted at the top-level ports at 25, the cell depth of the worst hold path is 1. The class of the tightest hold or removal check is reg -> reg. For the post-CTS setup repair buffer count, the log shows 0. For the number of hold violations in the final report, the log shows 0.

TritonCTS built the clock tree. The post-synthesis async set-or-reset flop share came out at 1.000. The relative slew slack is 0.6307. The count of buffer and inverter cells on the critical path is 1. The routed layout has 928 vias. The run gives 0 for the antenna diode instance count.

The post-synthesis adder-cell area fraction works out to 0.03988. For the worst reg-to-reg path, the startpoint reported by OpenROAD is s_o[2]. Detailed placement ended at an HPWL of 2245 um.

The dominant kind of combinational cell is simple AND/OR/NAND/NOR gates. In the final run the clock tree shows a worst skew of 4.814 ps. Per the power-grid run, VDD falls by no more than 159.2 uV.

In this run the mean area of a mapped cell was 10.91 um2. The endpoint type of the worst setup path was a primary output. The run gives 0.5594 mW as the internal power of the cells. Number of nets still failing antenna checks after routing: 0. The number of global-route vias before repair came out at 928.

For reference, the critical path cell chain is clkdlybuf4s50_1. Global routing usage summed across all routing layers: 0.03973. The skew report gives the latency at the later pin of the worst-skew pair as 270 ps.

The library cells used most frequently in the layout, excluding fill and tap cells, are sky130_fd_sc_hd__clkdlybuf4s50_1, sky130_fd_sc_hd__dfrtp_1, sky130_fd_sc_hd__o21ai_0. The synthesized cell area was 1255 um2. The post-synthesis share of cell area spent on xor and xnor gates came out at 0.06879.

In the post-route report, total wirelength is listed as 2952 um. Once synthesis finished, the tally of register bits stood at 24. The clock slew seen by the registers of the worst setup and hold paths was 90 ps. In this design, the stage delay of the slowest critical-path cell is 600 ps. The cell family contributing the most delay on the critical path is flip-flops. The slack of the worst reg-to-reg path is 830 ps, and the floorplan core density is 0.1227. Along the worst path, the maximum fanout reaches 9. The Yosys step of the flow raised 20 warnings.

The worst setup path is of the reg -> out kind. For the worst setup path, the data required time is 2160 ps. The run gives 4 for the depth of the worst register-to-register path. The post-CTS resize count came out at 0. The proportion of netlist area held by the largest area contributor was 0.4786. With the number of buffers added by the clock tree synthesis step at 3, the number of hold-repair buffers added at the cts stage is 0. The number of iterations in the first detailed-routing pass was 3. According to the I/O placement log, the pin count is 26. Looking at the hold checks, the worst path lands on m_t[0]. The run gives 36 as the count of cell types in the netlist. The tightest hold path in the finished design has a slack of 499.9 ps. The analysis attributes to net switching a power of 0.1266 mW. The core region is 10,230 um2. Derived from the worst setup path, the maximum achievable clock frequency is 512.9 MHz. Summed over all cells, the static leakage comes to 0.6938 nW. The tools report the pin count of the biggest net entering global routing as 25. For the first-pass GRT wire length, the log shows 4816 um. Power density over the cells: 398.7 nW/um2. For the count of H-tree levels built during CTS, the log shows 1. The tree is rooted in a sky130_fd_sc_hd__clkbuf_8.

The area growth from synthesis to final layout is 37.09%, and the layout cell share with drive strength beyond 1 is 0.1135. The worst endpoint data arrival time was 1410 ps; the chip width was 122 um. Dominant register cell in the synthesized netlist: sky130_fd_sc_hd__dfrtp_1. The logs give 115 for the count of instantiated cells in the yosys netlist and 0 for the DRC violations left.

The tools report the number of design-rule violations left by the first detailed-router iteration as 30. By area the synthesized netlist is led by sky130_fd_sc_hd__dfrtp_1, sky130_fd_sc_hd__o21ai_0, sky130_fd_sc_hd__xnor2_1. The via density per instance is 3.350.

STA classifies the critical path startpoint as a flip-flop.
power by group through the flow:
stage | registers, mW | logic [mW] | clock network [mW]
finish | 0.359 | 0.00965 | 0.317
global route | 0.359 | 0.0115 | 0.344
CTS | 0.359 | 0.0104 | 0.327
synth_stat cells, types with 2 or more instances:
cell type,n
sky130_fd_sc_hd__mux2_2,2
sky130_fd_sc_hd__xnor2_1,6
sky130_fd_sc_hd__nand4_1,2
sky130_fd_sc_hd__o31ai_1,5
sky130_fd_sc_hd__and4bb_2,2
sky130_fd_sc_hd__ha_1,4
sky130_fd_sc_hd__nand2b_1,4
sky130_fd_sc_hd__mux2i_1,2
sky130_fd_sc_hd__a22o_1,2
sky130_fd_sc_hd__nor2_1,2
sky130_fd_sc_hd__nand2_1,7
sky130_fd_sc_hd__xor2_1,2
sky130_fd_sc_hd__nand3_1,8
sky130_fd_sc_hd__dfrtp_1,24
sky130_fd_sc_hd__o21ai_0,12
sky130_fd_sc_hd__a21oi_1,3
sky130_fd_sc_hd__inv_1,9
state kept, by name, indices dropped and copies added, names as in the netlist:
signal  count
m_t         4
s_o         4
m_o         4
h_o         4
h_t         4
s_t         4
metrics by stage:
stage | power [mW] | instances | setup WS (ps) | cell area [um2] | utilization
floorplan | 0.3664 | 115 | 1064 | 1255 | -
global placement | 0.3769 | 273 | 883.8 | 1649 | 0.1612
detailed placement | 0.3766 | 273 | 854.8 | 1649 | 0.1612
CTS | 0.6969 | 277 | 715.1 | 1720 | 0.1682
global route | 0.7148 | 277 | 679.1 | 1720 | 0.1682
finish | 0.6860 | 277 | 750.3 | 1720 | 0.1682
routing by layer:
layer	GRT usage	part of all wire
met5	0	0
met4	0.002981	0
met3	0.01033	0.033
met2	0.06629	0.49
met1	0.05281	0.48
how the worst max path moves through the flow:
stage | start | slack, ps | end | cells after the start
after CTS | s_t[0] | 720 | s_t[0] | 1
after global routing | s_t[0] | 680 | s_t[0] | 1
final | s_t[0] | 750 | s_t[0] | 1
cells by family (layout without fill, tap and decap cells):
group	count (synthesis)	in the layout
AND-OR/OR-AND	25	25
XOR/XNOR	9	9
adder cells (fa/ha/maj)	4	4
buffers and inverters	13	39
flip-flops	24	24
multiplexers	4	4
AND/OR/NAND/NOR	36	36
layout make-up:
type	instances	area [um2]
Fill cell	1103	8511
Sequential cell	24	600.6
Multi-Input combinational cell	78	586.8
Timing Repair Buffer	26	257.7
Tap cell	136	170.2
Clock buffer	3	41.29
Inverter	9	33.78
Clock inverter	1	30.03
No activity file was given, so power comes from the tool's default toggle rates.
