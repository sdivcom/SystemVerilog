--- design/flow/design.v ---
module	VGA_BITSTREAM	(	 
						oRed,
						oGreen,
						oBlue,
						iVGA_X,
						iVGA_Y,
						iVGA_CLK,
						iRST_n,
						iColor_SW	);
output	reg	[9:0]	oRed;
output	reg	[9:0]	oGreen;
output	reg	[9:0]	oBlue;
input	[9:0]		iVGA_X;
input	[9:0]		iVGA_Y;
input				iVGA_CLK;
input				iRST_n;
input				iColor_SW;
always@(posedge iVGA_CLK or negedge iRST_n)
begin
	if(!iRST_n)
	begin
		oRed	<=	0;
		oGreen	<=	0;
		oBlue	<=	0;
	end
	else
	begin
		if(iColor_SW == 1)
		begin
			if (iVGA_Y<120)
			begin
				oRed	<=	(iVGA_X<40)						?			0	:
							(iVGA_X>=40 && iVGA_X<80)		?			1	:
							(iVGA_X>=80 && iVGA_X<120)		?			2	:
							(iVGA_X>=120 && iVGA_X<160)		?			3	:
							(iVGA_X>=160 && iVGA_X<200)		?			4	:
							(iVGA_X>=200 && iVGA_X<240)		?			5	:
							(iVGA_X>=240 && iVGA_X<280)		?			6	:
							(iVGA_X>=280 && iVGA_X<320)		?			7	:
							(iVGA_X>=320 && iVGA_X<360)		?			8	:
							(iVGA_X>=360 && iVGA_X<400)		?			9	:
							(iVGA_X>=400 && iVGA_X<440)		?			10	:
							(iVGA_X>=440 && iVGA_X<480 )	?			11	:
							(iVGA_X>=480 && iVGA_X<520 )	?			12	:
							(iVGA_X>=520 && iVGA_X<560 )	?			13	:
							(iVGA_X>=560 && iVGA_X<600 )	?			14	:
																		15	;
				oGreen	<=	0;	
				oBlue	<=	0;
			end
			else if (iVGA_Y>=120 && iVGA_Y<240)
			begin
				oRed	<=	0;
				oGreen	<=	(iVGA_X<40)						?			15	:
							(iVGA_X>=40 && iVGA_X<80)		?			14	:
							(iVGA_X>=80 && iVGA_X<120)		?			13	:
							(iVGA_X>=120 && iVGA_X<160)		?			12	:
							(iVGA_X>=160 && iVGA_X<200)		?			11	:
							(iVGA_X>=200 && iVGA_X<240)		?			10	:
							(iVGA_X>=240 && iVGA_X<280)		?			9	:
							(iVGA_X>=280 && iVGA_X<320)		?			8	:
							(iVGA_X>=320 && iVGA_X<360)		?			7	:
							(iVGA_X>=360 && iVGA_X<400)		?			6	:
							(iVGA_X>=400 && iVGA_X<440)		?			5	:
							(iVGA_X>=440 && iVGA_X<480 )	?			4	:
							(iVGA_X>=480 && iVGA_X<520 )	?			3	:
							(iVGA_X>=520 && iVGA_X<560 )	?			2	:
							(iVGA_X>=560 && iVGA_X<600 )	?			1	:
																		0	;
				oBlue	<=	0;
			end
			else if (iVGA_Y>=240 && iVGA_Y<360)
			begin
				oRed	<=	0;
				oGreen	<=	0;
				oBlue	<=	(iVGA_X<40)						?			0	:
							(iVGA_X>=40 && iVGA_X<80)		?			1	:
							(iVGA_X>=80 && iVGA_X<120)		?			2	:
							(iVGA_X>=120 && iVGA_X<160)		?			3	:
							(iVGA_X>=160 && iVGA_X<200)		?			4	:
							(iVGA_X>=200 && iVGA_X<240)		?			5	:
							(iVGA_X>=240 && iVGA_X<280)		?			6	:
							(iVGA_X>=280 && iVGA_X<320)		?			7	:
							(iVGA_X>=320 && iVGA_X<360)		?			8	:
							(iVGA_X>=360 && iVGA_X<400)		?			9	:
							(iVGA_X>=400 && iVGA_X<440)		?			10	:
							(iVGA_X>=440 && iVGA_X<480 )	?			11	:
							(iVGA_X>=480 && iVGA_X<520 )	?			12	:
							(iVGA_X>=520 && iVGA_X<560 )	?			13	:
							(iVGA_X>=560 && iVGA_X<600 )	?			14	:
																		15	;
			end
			else
			begin
				oRed	<=	(iVGA_X<40)						?			15	:
							(iVGA_X>=40 && iVGA_X<80)		?			14	:
							(iVGA_X>=80 && iVGA_X<120)		?			13	:
							(iVGA_X>=120 && iVGA_X<160)		?			12	:
							(iVGA_X>=160 && iVGA_X<200)		?			11	:
							(iVGA_X>=200 && iVGA_X<240)		?			10	:
							(iVGA_X>=240 && iVGA_X<280)		?			9	:
							(iVGA_X>=280 && iVGA_X<320)		?			8	:
							(iVGA_X>=320 && iVGA_X<360)		?			7	:
							(iVGA_X>=360 && iVGA_X<400)		?			6	:
							(iVGA_X>=400 && iVGA_X<440)		?			5	:
							(iVGA_X>=440 && iVGA_X<480 )	?			4	:
							(iVGA_X>=480 && iVGA_X<520 )	?			3	:
							(iVGA_X>=520 && iVGA_X<560 )	?			2	:
							(iVGA_X>=560 && iVGA_X<600 )	?			1	:
																		0	;
				oGreen	<=	(iVGA_X<40)						?			15	:
							(iVGA_X>=40 && iVGA_X<80)		?			14	:
							(iVGA_X>=80 && iVGA_X<120)		?			13	:
							(iVGA_X>=120 && iVGA_X<160)		?			12	:
							(iVGA_X>=160 && iVGA_X<200)		?			11	:
							(iVGA_X>=200 && iVGA_X<240)		?			10	:
							(iVGA_X>=240 && iVGA_X<280)		?			9	:
							(iVGA_X>=280 && iVGA_X<320)		?			8	:
							(iVGA_X>=320 && iVGA_X<360)		?			7	:
							(iVGA_X>=360 && iVGA_X<400)		?			6	:
							(iVGA_X>=400 && iVGA_X<440)		?			5	:
							(iVGA_X>=440 && iVGA_X<480 )	?			4	:
							(iVGA_X>=480 && iVGA_X<520 )	?			3	:
							(iVGA_X>=520 && iVGA_X<560 )	?			2	:
							(iVGA_X>=560 && iVGA_X<600 )	?			1	:
																		0	;
				oBlue	<=	(iVGA_X<40)						?			15	:
							(iVGA_X>=40 && iVGA_X<80)		?			14	:
							(iVGA_X>=80 && iVGA_X<120)		?			13	:
							(iVGA_X>=120 && iVGA_X<160)		?			12	:
							(iVGA_X>=160 && iVGA_X<200)		?			11	:
							(iVGA_X>=200 && iVGA_X<240)		?			10	:
							(iVGA_X>=240 && iVGA_X<280)		?			9	:
							(iVGA_X>=280 && iVGA_X<320)		?			8	:
							(iVGA_X>=320 && iVGA_X<360)		?			7	:
							(iVGA_X>=360 && iVGA_X<400)		?			6	:
							(iVGA_X>=400 && iVGA_X<440)		?			5	:
							(iVGA_X>=440 && iVGA_X<480 )	?			4	:
							(iVGA_X>=480 && iVGA_X<520 )	?			3	:
							(iVGA_X>=520 && iVGA_X<560 )	?			2	:
							(iVGA_X>=560 && iVGA_X<600 )	?			1	:
																		0	;
			end
		end
		else
		begin
			oRed	<=	(iVGA_Y<120)					?			3	:
						(iVGA_Y>=120 && iVGA_Y<240)		?			7	:
						(iVGA_Y>=240 && iVGA_Y<360)		?			11	:
																	15	;
			oGreen	<=	(iVGA_X<80)						?			1	:
						(iVGA_X>=80 && iVGA_X<160)		?			3	:
						(iVGA_X>=160 && iVGA_X<240)		?			5	:
						(iVGA_X>=240 && iVGA_X<320)		?			7	:
						(iVGA_X>=320 && iVGA_X<400)		?			9	:
						(iVGA_X>=400 && iVGA_X<480)		?			11	:
						(iVGA_X>=480 && iVGA_X<560)		?			13	:
																	15	;
			oBlue	<=	(iVGA_Y<60)						?			15	:
						(iVGA_Y>=60 && iVGA_Y<120)		?			13	:
						(iVGA_Y>=120 && iVGA_Y<180)		?			11	:
						(iVGA_Y>=180 && iVGA_Y<240)		?			9	:
						(iVGA_Y>=240 && iVGA_Y<300)		?			7	:
						(iVGA_Y>=300 && iVGA_Y<360)		?			5	:
						(iVGA_Y>=360 && iVGA_Y<420)		?			3	:
																	1	;
		end
	end
end
endmodule
--- design/flow/run.sh ---
#!/bin/bash
# OpenROAD 26Q1-2900-gdf79404cd8, Yosys 0.63+post, stock flow scripts
make -C /OpenROAD-flow-scripts/flow DESIGN_CONFIG=/design/flow/config.mk WORK_HOME=/design/flow/orfs finish
--- design/flow/config.mk ---
export PLATFORM = sky130hd
export DESIGN_NAME = VGA_BITSTREAM
export DESIGN_NICKNAME = VGA_BITSTREAM
export VERILOG_FILES = /design/flow/design.v
export SDC_FILE = /design/flow/constraint.sdc
export NUM_CORES = 4
export LEC_CHECK = 1
export CORE_AREA = 10 10 105 105
export DIE_AREA = 0 0 115 115
--- design/flow/constraint.sdc ---
current_design VGA_BITSTREAM

set clk_period 1.0
set clk_io_pct 0.2

create_clock -name clk0 -period $clk_period [get_ports {iVGA_CLK}]

set non_clock_inputs [all_inputs -no_clocks]
set_input_delay [expr $clk_period * $clk_io_pct] -clock clk0 $non_clock_inputs
set_output_delay [expr $clk_period * $clk_io_pct] -clock clk0 [all_outputs]
==> impl_metrics.env <==
# source this file to load flow results
export IMPL_die_height_um=115
export IMPL_critical_path_required_ns=1.12
export IMPL_routed_wl_met2_um=1962
export IMPL_grt_overflow=0
export IMPL_fmax_mhz=764.9
export IMPL_nFillCells=915
export IMPL_routed_wire_length_per_instance_um=12.74
export IMPL_antenna_found_initial=1
export IMPL_io_pins=53
export IMPL_drcViolationCount=0
export IMPL_synthTopCellsByArea="dfrtp_1 (26%), buf_4 (12%), o21ai_0 (5.1%), mux2i_1 (4.3%), nand3_1 (3.0%)"
export IMPL_clock_sinks=12
export IMPL_rsz0062_at_grt="yes"
export IMPL_postSynthAreaPerCell_um2=8.477
export IMPL_finalMaxSlewViolations=0
export IMPL_yosysTopAreaCellShare_pct=25.67
export IMPL_grtUsageTotal_pct=5.523
export IMPL_syn2layout_area_growth_pct=92.73
export IMPL_startpoint_type="input port"
export IMPL_warnings=33
export IMPL_common_cells="buf_4 (19), dfrtp_1 (12), o21ai_0 (12)"
export IMPL_synth_async_reset_ratio_pct=100.0
export IMPL_routabilityCongestion=0.8595
export IMPL_top_layer_used="met5"
export IMPL_finalSetupViolations=12
export IMPL_post_route_period_util_pct=130.7
export IMPL_min_path_type="input port to async pin"
export IMPL_antenna_cells=0
export IMPL_grt_pass1_wl_um=6272
export IMPL_drt_iter0_drc=63
export IMPL_pre_cts_slack_ns=-1.095
export IMPL_drt_first_pass_iters=4
export IMPL_numPortBuffers=29
export IMPL_met1Wirelength_um=1831
export IMPL_setup_slack_ns=-0.3073
export IMPL_chipArea_mm2=0.01323
export IMPL_violations="setup timing"
export IMPL_power_density_mw_per_mm2=825.2
export IMPL_drv_cap=0
export IMPL_critPathKind="input port to flip-flop"
export IMPL_ys_types=47
export IMPL_cts_tree="yes"
export IMPL_leakage_nw=0.9923
export IMPL_yosys_area_top_type="dfrtp_1"
export IMPL_num_rows=34
export IMPL_coreArea_mm2=0.008763
export IMPL_final_util_pct=25.73
export IMPL_post_dp_cell_area_mm2=0.001772
export IMPL_period_needed_ns=1.307
export IMPL_cts_hold_buf=0
export IMPL_edf_count=0
export IMPL_arrival_ns=1.42
export IMPL_cp_max_fo=5
export IMPL_fp_util_pct=13.35
export IMPL_design_area_mm2=0.002255
export IMPL_syn_area_mm2=0.001170
export IMPL_clkTransAtPathRegs_ns=0.05
export IMPL_netlist_instances=138
export IMPL_h_tree_depth=1
export IMPL_wirelength_um=4140
export IMPL_cts_made_buffers=3
export IMPL_status="finished with violations"
export IMPL_end_kind="flip-flop"
export IMPL_numSynthFlops=12
export IMPL_startpoint="iVGA_X[7]"
export IMPL_ys_cells=138
export IMPL_yosysMostFrequentCell="buf_4"
export IMPL_drtAntennaViolNets=0
export IMPL_viasPerCell=3.883
export IMPL_cts_buffer_depth=2
export IMPL_via_count=1262
export IMPL_synth_warnings=1
export IMPL_vdd_ir_drop_max_v=0.0004093
export IMPL_yosys_stat_seqShare_pct=25.67
export IMPL_yosys_area_mm2=0.001170
export IMPL_hold_viol_final=0
export IMPL_synthFlopType="dfrtp_1"
export IMPL_endpoint="oRed[1]"
export IMPL_grt_pass1_vias=1311
export IMPL_grt_max_degree=14
export IMPL_cts_root_buffer="clkbuf_8"
export IMPL_wl_met3_um=284
export IMPL_whs_ns=0.2682
export IMPL_final_layout_size_suffix_gt1_share_pct=57.14
export IMPL_dp_hpwl_um=2831
export IMPL_die_w_um=115
layer usage:
metal,vias to the layer above,global-route usage [%]
li1,629,-
met1,597,7.404
met2,30,8.859
met3,4,1.530
met4,2,0.8251
met5,-,0
cell type report:
cell class                 count  area, um^2  area share (%)
multi-input combinational    112       937.1           41.56
timing repair buffer          85       812.0           36.02
sequential                    12       300.3           13.32
tap                          108       135.1           5.993
clock buffer                   4       55.05           2.442
inverter                       4       15.01          0.6659
worst max-delay path, cell delays in order:
cell and delay, ns:
buf_12 0.11, buf_6 0.11, or4_4 0.54, o211ai_4 0.13, mux2i_1 0.25, nand2_1 0.07
through the flow:
step / instances / power, W / TNS (ns)
finish: 325 / 0.001861 / -2.049
global placement: 302 / 0.001175 / -11.28
CTS: 319 / 0.001805 / -2.314
detailed placement: 302 / 0.001177 / -11.45
global route: 325 / 0.001972 / -2.551
floorplan: 155 / 0.0008671 / -2.977
where the power goes:
part	internal (W)	switching, W	total [W]
sequential	0.000538	0.0000147	0.000552
clock	0.000346	0.000159	0.000505
combinational	0.000468	0.000336	0.000804
total	0.00135	0.000509	0.00186
placed cells by master, fill, tap and decap left out, types with 4 or more instances in the layout:
master / count
buf_2: 5
clkdlybuf4s15_1: 4
clkbuf_2: 7
buf_6: 20
o21ai_1: 4
buf_12: 4
o21ai_2: 4
nand2_1: 4
buf_4: 38
nand4_1: 5
mux2i_1: 5
dfrtp_1: 12
nand3_1: 4
clkbuf_8: 4
conb_1: 18
registers in the layout (all words and copies together), names as in the netlist:
| name | cells |
|---|---|
| oGreen | 4 |
| oBlue | 4 |
| oRed | 4 |
what timing repair did:
| item | in CTS | in global routing |
|---|---|---|
| endpoints found under the setup margin | 24 | 19 |
| endpoints found under the hold margin | 0 | 0 |
| buffers inserted | 13 | 5 |
| pin swaps | 29 | 19 |
| resized | 149 | 35 |
| gates cloned | 1 | 1 |
worst min-delay path by stage:
stage,slack (ns),from,to,depth (start not counted)
finish,0.27,iRST_n,oBlue[2],2
CTS,0.27,iRST_n,oBlue[2],2
global route,0.28,iRST_n,oGreen[1],2
cell families (layout without fill, tap and decap cells):
| group | Yosys count | in the layout | synth area share, % |
|---|---|---|---|
| AOI/OAI and AO/OA | 38 | 38 | 26.31 |
| xor gates and xnor gates | 3 | 3 | 2.246 |
| buffers and inverters | 31 | 93 | 17.11 |
| DFF | 12 | 12 | 25.67 |
| muxes | 5 | 5 | 4.278 |
| other | 1 | 18 | 0.3205 |
| and+or+nand+nor | 48 | 48 | 24.07 |
No activity file was given, so power comes from the tool's default toggle rates.
