===== flow/run.sh =====
#!/bin/bash
# OpenROAD 26Q1-2900-gdf79404cd8, Yosys 0.63+post, stock flow scripts
make -C /OpenROAD-flow-scripts/flow DESIGN_CONFIG=/design/flow/config.mk WORK_HOME=/design/flow/orfs finish

===== flow/config.mk =====
export PLATFORM = sky130hd
export DESIGN_NAME = mux_4
export DESIGN_NICKNAME = mux_4
export VERILOG_FILES = /design/flow/design.v
export SDC_FILE = /design/flow/constraint.sdc
export NUM_CORES = 4
export LEC_CHECK = 1
export CORE_AREA = 10 10 84 84
export DIE_AREA = 0 0 94 94

===== flow/constraint.sdc =====
current_design mux_4

set clk_period 1.5
set clk_io_pct 0.2

create_clock -name clk0 -period $clk_period

set non_clock_inputs [all_inputs -no_clocks]
set_input_delay [expr $clk_period * $clk_io_pct] -clock clk0 $non_clock_inputs
set_output_delay [expr $clk_period * $clk_io_pct] -clock clk0 [all_outputs]

===== flow/design.v =====
module mux_2 #( parameter WIDTH = 32 ) (
	input logic [WIDTH - 1 : 0] first_channel, second_channel,
	input logic control, n_out_enable,
	output tri [WIDTH - 1 : 0] choosed );
	always_comb begin
		if ( ~n_out_enable ) begin
			choosed = control ? first_channel : second_channel;
		end else begin
			choosed = 'z;
		end
	end
endmodule
module mux_4 #( parameter WIDTH = 32 ) (
	input logic [WIDTH - 1 : 0] first_channel, second_channel, third_channel, fourth_channel,
	input logic [1 : 0] control,
	input logic n_out_enable,
	output tri [WIDTH - 1 : 0] choosed );
	logic [WIDTH - 1 : 0] first_mux_out, second_mux_out;
	mux_2 #( WIDTH ) first_mux( .*, .control( control[0] ), .choosed( first_mux_out ) );
	mux_2 #( WIDTH ) second_mux( third_channel, fourth_channel, control[0], n_out_enable, second_mux_out );
	mux_2 #( WIDTH ) result_mux( first_mux_out, second_mux_out, control[1], n_out_enable, choosed );
endmodule

==> results.sh <==
# physical design summary
export IMPL_finalWirelength_mm=5.89
export IMPL_grt_total_usage_pct=12.6
export IMPL_place_worst_setup_slack_ns=-0.615
export IMPL_met3_resource_use_gr_pct=5.41
export IMPL_setup_total_negative_slack_ns=-0.794
export IMPL_outcome="finished, violations left"
export IMPL_slew_violations=0
export IMPL_holdPathStages=3
export IMPL_floorplan_rows=26
export IMPL_core_util_floorplan_pct=15.6
export IMPL_report_final_setup_viol=18
export IMPL_filler_cell_count=530
export IMPL_grt_met2_usage_pct=22.1
export IMPL_whs_endpoint="choosed[28]"
export IMPL_final_antenna_net_count=0
export IMPL_die_area_sq_um=8840
export IMPL_overflow=0
export IMPL_hold_path_startpoint="third_channel[28]"
export IMPL_synthesis_area_per_instance_sq_um=20.9
export IMPL_grt_setup_unrepaired="yes"
export IMPL_area_delta_synth_final_pct=196
export IMPL_numSequentialCells=0
export IMPL_slew_headroom_pct=93.9
export IMPL_pin_count=163
export IMPL_power_density_cell_area_nw_per_um2=243
export IMPL_drive_gt1_share_pct=40.2
export IMPL_area_leaders="sky130_fd_sc_hd__mux4_2 83%, sky130_fd_sc_hd__buf_12 7.4%, sky130_fd_sc_hd__mux4_1 6.5%"
export IMPL_seq_area_sq_um=0
export IMPL_floorplan_die_width_microns=94
export IMPL_use_met1_pct=15.1
export IMPL_critical_path_endpoint_type="primary output"
export IMPL_timing_critical_path_arrival_ns=1.27
export IMPL_vias_per_cell=4.34
export IMPL_drcViolationCount=0
export IMPL_post_cts_hold_buffers=0
export IMPL_maxCapViolCount=0
export IMPL_netlist_area_sq_um=815
export IMPL_drt_pass1_iter_count=3
export IMPL_drt_iter0_markers=30
export IMPL_yosysWarningCount=4
export IMPL_vias=1238
export IMPL_via_count_of_the_first_global_routing_pass=1376
export IMPL_postLayoutSetupSlackWorst_ns=-0.0694
export IMPL_number_of_failing_hold_endpoints_at_the_final_stage=0
export IMPL_largest_area_cell="sky130_fd_sc_hd__mux4_2"
export IMPL_coreArea_sq_um=5200
export IMPL_globalplace_congestion=0.865
export IMPL_largest_net_degree_at_the_start_of_global_routing=12
export IMPL_synth_yosys_seq_area_share_pct=0
export IMPL_failing_checks="setup timing"
export IMPL_netlist_top_cell_by_instances="sky130_fd_sc_hd__mux4_2"
export IMPL_grt_antenna_before_repair=1
export IMPL_yosysCellCount=39
export IMPL_fraction_of_the_cycle_the_final_worst_path_needs_pct=105
export IMPL_max_clock_freq_mhz=637
export IMPL_timing_hold_worst_class="in -> out"
export IMPL_cp_data_required_time_ns=1.20
export IMPL_post_dp_hpwl_mm=5.17
export IMPL_worst_slew_pin_slew_ns=0.0909
export IMPL_place_port_buffers=162
export IMPL_top_cell_area_share_pct=82.9
export IMPL_post_drt_wl_per_cell_microns=20.7
export IMPL_synth_cells=39
export IMPL_synth_cell_types=5
export IMPL_final_min_clock_period_ns=1.57
export IMPL_leakage_power_of_the_design_nw=1.16
export IMPL_openroad_warnings=35
export IMPL_crit_path_start_kind="primary input"
export IMPL_most_heavily_used_metal_layer_in_global_routing="met2"
export IMPL_die_h_microns=94
export IMPL_timing_setup_critical_path_class="in -> out"
export IMPL_crit_fanout=1
export IMPL_grt_first_pass_wirelength_mm=8.45
export IMPL_ir_drop_uv=134
export IMPL_clock_buffers=0
export IMPL_yosys_stat_area_sq_um=815
export IMPL_common_cells="30 x sky130_fd_sc_hd__mux4_2, 3 x sky130_fd_sc_hd__buf_12, 3 x sky130_fd_sc_hd__buf_2"
==> what timing repair did <==
item	CTS	global route
cloned	2	0
buffers inserted	10	2
endpoints found under the setup margin	32	26
endpoints found under the hold margin	0	0
resized	241	1
==> power breakdown <==
group	leakage (nW)	internal, mW	total (mW)	switching [mW]
Sequential	0	0	0	0
Clock	0.00000634	0.0000000891	0.0000000891	0
Combinational	1.16	0.440	0.585	0.145
Total	1.16	0.440	0.585	0.145
==> routing by layer <==
layer	wire length, microns	share of wire [%]
met1	2130	36
met2	3050	52
met3	716	12
met4	0	0
met5	0	0
==> metrics by stage <==
| stage | utilization, % | power [mW] | cells | instance area (sq um) | hold slack (ns) |
|---|---|---|---|---|---|
| after global placement | 48.1 | 0.721 | 270 | 2500 | 1.47 |
| final | 46.3 | 0.585 | 285 | 2410 | 0.996 |
| after floorplan | - | 0.189 | 39 | 815 | 0.686 |
| after detailed placement | 48.1 | 0.723 | 270 | 2500 | 1.48 |
| after CTS | 45.7 | 0.591 | 282 | 2380 | 1.02 |
| after global routing | 46.3 | 0.631 | 285 | 2410 | 1.02 |
==> layout by cell type, fill, tap and decap left out <==
cell,instances
sky130_fd_sc_hd__mux4_2,32
sky130_fd_sc_hd__buf_16,1
sky130_fd_sc_hd__bufbuf_16,1
sky130_fd_sc_hd__dlygate4sd2_1,119
sky130_fd_sc_hd__buf_4,9
sky130_fd_sc_hd__dlymetal6s2s_1,1
sky130_fd_sc_hd__buf_12,6
sky130_fd_sc_hd__diode_2,1
sky130_fd_sc_hd__buf_6,5
sky130_fd_sc_hd__clkdlybuf4s50_1,8
sky130_fd_sc_hd__buf_2,32
==> layout make-up <==
class,instances,area (sq um),share of cell area (%)
multi-input cells,32,721,29.9
well taps,70,87.6,3.63
diodes,1,2.50,0.104
repair buffers,182,1600,66.4
==> how the worst max path moves through the flow <==
stage                  to              start  cells after the start
CTS            choosed[1]         control[0]                      5
global route   choosed[1]         control[0]                      5
finish        choosed[29]  third_channel[29]                      3
==> logic make-up after synthesis <==
kind of cell | count (synthesis) | synth area share, %
mux | 32 | 89.4
buf+inv | 7 | 10.6
==> worst max-delay path: stages <==
cell and delay (ns):
sky130_fd_sc_hd__clkdlybuf4s50_1 0.40, sky130_fd_sc_hd__mux4_2 0.44, sky130_fd_sc_hd__buf_2 0.13
No activity file was given, so power comes from the tool's default toggle rates.
